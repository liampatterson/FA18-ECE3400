`./config.mk`:
```
export PLATFORM = sky130hd
export DESIGN_NAME = UPDATE
export DESIGN_NICKNAME = UPDATE
export VERILOG_FILES = /design/flow/design.v
export SDC_FILE = /design/flow/constraint.sdc
export NUM_CORES = 4
export LEC_CHECK = 1
export CORE_AREA = 10 10 90 90
export DIE_AREA = 0 0 100 100
```
`./constraint.sdc`:
```
current_design UPDATE

set clk_period 2.7
set clk_io_pct 0.2

create_clock -name clk0 -period $clk_period [get_ports {PCLK}]

set non_clock_inputs [all_inputs -no_clocks]
set_input_delay [expr $clk_period * $clk_io_pct] -clock clk0 $non_clock_inputs
set_output_delay [expr $clk_period * $clk_io_pct] -clock clk0 [all_outputs]
```
`./design.v`:
```
module UPDATE (
	RESET,
	X_ADDR,
	Y_ADDR,
	HREF,
	PCLK
);
input RESET;
input HREF;
input PCLK;
output reg [14:0] X_ADDR;
output reg [14:0] Y_ADDR;
always @ (posedge PCLK) begin
	if (RESET) begin
		X_ADDR <= 0;
		Y_ADDR <= 0;
	end
	else if (!HREF) begin
		X_ADDR <= 0;
		Y_ADDR <= Y_ADDR + 1;
	end
	else begin
		X_ADDR <= X_ADDR + 1;
		Y_ADDR <= Y_ADDR + 1;
	end
end
endmodule
```
`./run.sh`:
```
#!/bin/bash
# OpenROAD 26Q1-2900-gdf79404cd8, Yosys 0.63+post, stock flow scripts
make -C /OpenROAD-flow-scripts/flow DESIGN_CONFIG=/design/flow/config.mk WORK_HOME=/design/flow/orfs finish
```
==> flow_metrics.py <==
# Physical implementation metrics
metrics = {
    "power": {
        "cell_internal_pwr_uw": 671,
        "p_leak_nw": 0.561,
        "ir_drop_mv": 0.151,
        "power.net_switching_uw": 188,
        "p_clk_share_pct": 43.2,
        "pwr-share-comb_pct": 3.6,
        "p_per_area_nw_per_um2": 466,
        "seq_power_share_pct": 53.3,
        "switching_share_pct": 21.9,
    },
    "clocking": {
        "ctsHoldBuffers": 0,
        "tritoncts": "yes",
        "post_cts.repair.setup_buffers": 0,
        "clock_latency_ns": 0.28,
        "cts_buffers": 5,
        "cts_sinks": 30,
        "cts-htree-levels": 2,
        "clock_root_buffer": "clkbuf_8",
        "cts-resized-gates": 0,
        "clk_transition_reported_paths_ns": 0.07,
        "clock_path_buffers": 2,
    },
    "worst_setup_path": {
        "critical_path_class": "reg2out",
        "r2r_end": "Y_ADDR[14]",
        "timing.critical_path.depth": 1,
        "cpLargestDelayFamily": "buffers and inverters",
        "worst_r2r_startpoint": "Y_ADDR[0]",
        "cp_num_buf_inv": 1,
        "critical_path.slowest_cell": "clkdlybuf4s50_1",
        "crit_chain": "clkdlybuf4s50_1",
        "crit_path_max_fanout": 6,
        "worst_ep_arrival_time_ns": 1.30,
        "rr_worst_depth": 4,
        "crit_path_max_incr_delay_ns": 0.53,
        "critical_path.startpoint_type": "flop",
        "cp-endpoint": "Y_ADDR[2]",
        "cp_capture_type": "output port",
        "minimum_setup_slack_among_reg_to_reg_paths_ns": 0.97,
        "worst_setup_path_start": "Y_ADDR[2]",
        "required_ns": 2.16,
    },
    "synth": {
        "mappedNetlistArea_um2": 1340,
        "ys.flop_type": "dfxtp_1",
        "ys_async_sr_fraction_pct": 0,
        "synth.avg_cell_area_um2": 8.97,
        "synth_stat.cells": 149,
        "synth-edff-count": 0,
        "yosys.stat.chipArea_um2": 1340,
        "postSynthSeqShare_pct": 44.9,
        "netlist-cell-type-count": 26,
        "ys_ff": 30,
        "yosys_warnings": 1,
        "synth_cells": 149,
    },
    "grt": {
        "track_usage_pct": 6.64,
        "first_global_vias": 1135,
        "grt_remaining_overflow": 0,
        "grt_max_degree": 12,
        "grt_first_pass_wirelength_mm": 5.60,
        "grt_antenna_before_repair": 0,
    },
    "final_timing": {
        "drv_slew": 0,
        "maxSlewHeadroom_pct": 69.8,
        "max_slew.worst_pin.slew_ns": 0.453,
        "layout_min_cycle_time_ns": 1.84,
        "skew_ns": 0.00505,
        "grt_setup_unrepaired": "false",
        "min_period_over_period_pct": 68.3,
        "fin_setup_tns_ns": 0,
        "finalHoldViolCount": 0,
        "setup-violations-final": 0,
        "hold_ws_ns": 0.472,
        "timing.fmax_mhz": 542,
    },
    "detailed_routing": {
        "met2_wirelength_mm": 1.33,
        "top_signal_layer_used": "met4",
        "post_drt_via_cell_ratio": 4.67,
        "drtAntennaViolNets": 0,
        "dr_total_vias": 1234,
        "detail_route.antenna_diodes": 0,
        "drt_first_iter_violations": 46,
        "detail_route.wirelength_mm": 3.31,
        "m1WireLength_mm": 1.55,
        "number_of_iterations_in_the_first_detailed_routing_pass": 4,
        "met3RoutedLength_um": 409,
        "remaining_drc_errors": 0,
        "detail_route.wl_per_cell_um": 12.5,
    },
    "place": {
        "placed_cells_incl_taps": 256,
        "post-dp-hpwl_mm": 2.39,
        "buffer_ports.inserted": 32,
        "postPlaceCellArea_um2": 1750,
        "finalWeightedCongestion": 0.773,
    },
    "finish": {
        "final_layout_top_logic_cell": "clkdlybuf4s50_1",
        "syn_to_final_growth_pct": 37.7,
        "most-common-layout-cells": "clkdlybuf4s50_1 (32), dfxtp_1 (30), a21oi_1 (15)",
        "fillers": 669,
        "fin_area_um2": 1840,
        "layout-drive-gt1-share_pct": 5.88,
        "final_cells": 264,
    },
    "hold_path": {
        "min_path_type": "reg2reg",
    },
    "floorplanning": {
        "fp-utilization_pct": 21.3,
        "std_cell_rows": 29,
        "placeableCoreArea_um2": 6280,
        "die_area_um2": 10000,
        "floorplan.io_pins": 33,
        "die_width_um": 100,
        "die_h_um": 100,
    },
    "job": {
        "cap_viol_max_count": 0,
        "warning_count": 25,
    },
    "outcome": {
        "status": "completed",
    },
}
flip-flops by register name, summed over array words and instances, names as in the netlist:
register,cells
X_ADDR,15
Y_ADDR,15
kinds of logic (layout without fill, tap and decap cells):
family	count (synthesis)	after routing	synth area share [%]
AND-OR/OR-AND	32	32	14.2
AND/OR/NAND/NOR	64	64	28.7
flip-flops	30	30	44.9
multiplexers	4	4	3.18
buffers and inverters	11	49	3.09
XOR/XNOR	6	6	3.93
adder cells (fa/ha/maj)	2	2	1.87
synthesized netlist by cell type (all sizes together), types with 3 or more instances:
| library cell | n | area share [%] |
|---|---|---|
| nand4 | 10 | 6.7 |
| dfxtp | 30 | 45 |
| o21ai | 5 | 1.9 |
| inv | 8 | 2.2 |
| nand3 | 8 | 3.0 |
| or4 | 10 | 5.6 |
| nand2 | 8 | 2.2 |
| a21oi | 15 | 5.6 |
| nor4 | 4 | 1.9 |
| xnor2 | 4 | 2.6 |
| nor2b | 4 | 1.9 |
| o31ai | 10 | 5.6 |
| nand2b | 3 | 1.4 |
| nor2 | 10 | 2.8 |
| or3 | 5 | 2.3 |
final cells by class:
type	count	area (µm²)	area share, %
well taps	77	96.3	5.23
inverters	8	30.0	1.63
multi-input cells	108	694	37.7
clock inverters	1	5.00	0.272
clock buffers	7	86.3	4.69
flip-flops and latches	30	601	32.6
repair buffers	33	328	17.8
worst min-delay path by stage:
stage | startpoint | cells past startpoint | endpoint | slack (ns)
CTS | X_ADDR[14] | 2 | X_ADDR[14] | 0.47
global route | X_ADDR[14] | 2 | X_ADDR[14] | 0.49
finish | X_ADDR[14] | 2 | X_ADDR[14] | 0.47
routing by layer:
layer	track usage, %	vias up
met5	0	-
met4	0.652	0
met3	4.16	4
met2	9.41	38
met1	8.69	564
li1	-	628
power groups by stage:
stage	Clock [mW]	Combinational (mW)	Sequential, mW
6_report	0.371	0.0305	0.457
5_1_grt	0.410	0.0343	0.458
4_1_cts	0.384	0.0311	0.457
metrics by stage:
step / util [%] / power, mW / setup slack [ns]
after detailed placement: 27.9 / 0.497 / 0.796
after CTS: 29.3 / 0.873 / 0.835
final: 29.3 / 0.858 / 0.856
after global routing: 29.3 / 0.903 / 0.781
after floorplan: - / 0.479 / 1.19
after global placement: 27.9 / 0.498 / 0.793
No activity file was given, so power comes from the tool's default toggle rates.
